===== flow/run.sh =====
#!/bin/bash
# OpenROAD 26Q1-2900-gdf79404cd8, Yosys 0.63+post, stock flow scripts
make -C /OpenROAD-flow-scripts/flow DESIGN_CONFIG=/design/flow/config.mk WORK_HOME=/design/flow/orfs finish

===== flow/config.mk =====
export PLATFORM = sky130hd
export DESIGN_NAME = sdram_read
export DESIGN_NICKNAME = sdram_read
export VERILOG_FILES = /design/flow/design.v
export SDC_FILE = /design/flow/constraint.sdc
export NUM_CORES = 4
export LEC_CHECK = 1
export CORE_UTILIZATION = 30

===== flow/constraint.sdc =====
current_design sdram_read

set clk_period 7.0
set clk_io_pct 0.2

create_clock -name clk0 -period $clk_period [get_ports {sys_clk}]

set non_clock_inputs [all_inputs -no_clocks]
set_input_delay [expr $clk_period * $clk_io_pct] -clock clk0 $non_clock_inputs
set_output_delay [expr $clk_period * $clk_io_pct] -clock clk0 [all_outputs]

===== flow/design.v =====
`timescale  1ns/1ns
module  sdram_read
(
    input   wire            sys_clk         ,   
    input   wire            sys_rst_n       ,   
    input   wire            init_end        ,   
    input   wire            rd_en           ,   
    input   wire    [20:0]  rd_addr         ,   
    input   wire    [31:0]  rd_data         ,   
    input   wire    [9:0]   rd_burst_len    ,   
    output  wire            rd_ack          ,   
    output  wire            rd_end          ,   
    output  reg     [3:0]   read_cmd        ,   
    output  reg     [1:0]   read_ba         ,   
    output  reg     [10:0]  read_addr       ,   
    output  wire    [31:0]  rd_sdram_data       
);
parameter   TRCD_CLK    =   10'd2   ,   
            TCL_CLK     =   10'd3   ,   
            TRP_CLK     =   10'd2   ;   
parameter   RD_IDLE     =   4'b0000 ,   
            RD_ACTIVE   =   4'b0001 ,   
            RD_TRCD     =   4'b0011 ,   
            RD_READ     =   4'b0010 ,   
            RD_CL       =   4'b0100 ,   
            RD_DATA     =   4'b0101 ,   
            RD_PRE      =   4'b0111 ,   
            RD_TRP      =   4'b0110 ,   
            RD_END      =   4'b1100 ;   
parameter   NOP         =   4'b0111 ,   
            ACTIVE      =   4'b0011 ,   
            READ        =   4'b0101 ,   
            B_STOP      =   4'b0110 ,   
            P_CHARGE    =   4'b0010 ;   
wire            trcd_end    ;    
wire            trp_end     ;    
wire            tcl_end     ;    
wire            tread_end   ;    
wire            rdburst_end ;    
reg     [3:0]   read_state  ;    
reg     [9:0]   cnt_clk     ;    
reg             cnt_clk_rst ;    
(*keep = "true"*)reg     [31:0]  rd_data_reg ;
always@(posedge sys_clk or negedge sys_rst_n)
    if(sys_rst_n == 1'b0)
        rd_data_reg <=  32'd0;
    else
        rd_data_reg <=  rd_data;
assign  rd_end = (read_state == RD_END) ? 1'b1 : 1'b0;
assign  rd_ack = (read_state == RD_DATA)
                && (cnt_clk >= 10'd1)
                && (cnt_clk < (rd_burst_len + 2'd1));
always@(posedge sys_clk or negedge sys_rst_n)
    if(sys_rst_n == 1'b0)
        cnt_clk <=  10'd0;
    else    if(cnt_clk_rst == 1'b1)
        cnt_clk <=  10'd0;
    else
        cnt_clk <=  cnt_clk + 1'b1;
assign  trcd_end    =   ((read_state == RD_TRCD)
                        && (cnt_clk == TRCD_CLK        )) ? 1'b1 : 1'b0;     
assign  trp_end     =   ((read_state == RD_TRP )
                        && (cnt_clk == TRP_CLK         )) ? 1'b1 : 1'b0;     
assign  tcl_end     =   ((read_state == RD_CL  )
                        && (cnt_clk == TCL_CLK - 1     )) ? 1'b1 : 1'b0;     
assign  tread_end   =   ((read_state == RD_DATA)
                        && (cnt_clk == rd_burst_len + 2)) ? 1'b1 : 1'b0;     
assign  rdburst_end =   ((read_state == RD_DATA)
                        && (cnt_clk == rd_burst_len - 4)) ? 1'b1 : 1'b0;     
always@(posedge sys_clk or negedge sys_rst_n)
    if(sys_rst_n == 1'b0)
            read_state  <=  RD_IDLE;
    else
        case(read_state)
            RD_IDLE:
                if((rd_en ==1'b1) && (init_end == 1'b1))
                        read_state <=  RD_ACTIVE;
                else
                        read_state <=  RD_IDLE;
            RD_ACTIVE:
                read_state <=  RD_TRCD;
            RD_TRCD:
                if(trcd_end == 1'b1)
                    read_state <=  RD_READ;
                else
                    read_state <=  RD_TRCD;
            RD_READ:
                read_state <=  RD_CL;
            RD_CL:
                read_state <=  (tcl_end == 1'b1) ? RD_DATA : RD_CL;
            RD_DATA:
                read_state <=  (tread_end == 1'b1) ? RD_PRE : RD_DATA;
            RD_PRE:
                read_state  <=  RD_TRP;
            RD_TRP:
                read_state  <=  (trp_end == 1'b1) ? RD_END : RD_TRP;
            RD_END:
                read_state  <=  RD_IDLE;
            default:
                read_state  <=  RD_IDLE;
        endcase
always@(*)
    begin
        case(read_state)
            RD_IDLE:    cnt_clk_rst   <=  1'b1;
            RD_TRCD:    cnt_clk_rst   <=  (trcd_end == 1'b1) ? 1'b1 : 1'b0;
            RD_READ:    cnt_clk_rst   <=  1'b1;
            RD_CL:      cnt_clk_rst   <=  (tcl_end == 1'b1) ? 1'b1 : 1'b0;
            RD_DATA:    cnt_clk_rst   <=  (tread_end == 1'b1) ? 1'b1 : 1'b0;
            RD_TRP:     cnt_clk_rst   <=  (trp_end == 1'b1) ? 1'b1 : 1'b0;
            RD_END:     cnt_clk_rst   <=  1'b1;
            default:    cnt_clk_rst   <=  1'b0;
        endcase
    end
always@(posedge sys_clk or negedge sys_rst_n)
    if(sys_rst_n == 1'b0)
        begin
            read_cmd    <=  NOP;
            read_ba     <=  2'b11;
            read_addr   <=  11'h7ff;
        end
    else
        case(read_state)
            RD_IDLE,RD_TRCD,RD_TRP:
                begin
                    read_cmd    <=  NOP;
                    read_ba     <=  2'b11;
                    read_addr   <=  11'h7ff;
                end
            RD_ACTIVE:   
                begin
                    read_cmd    <=  ACTIVE;
                    read_ba     <=  rd_addr[20:19];
                    read_addr   <=  rd_addr[18:8];
                end
            RD_READ:     
                begin
                    read_cmd    <=  READ;
                    read_ba     <=  rd_addr[20:19];
                    read_addr   <=  {3'b000,rd_addr[7:0]};
                end
            RD_DATA:     
                begin
                    if(rdburst_end == 1'b1)
                        read_cmd <=  B_STOP;
                    else
                        begin
                            read_cmd    <=  NOP;
                            read_ba     <=  2'b11;
                            read_addr   <=  11'h7ff;
                        end
                end
            RD_PRE:      
                begin
                    read_cmd    <= P_CHARGE;
                    read_ba     <= rd_addr[20:19];
                    read_addr   <= 11'h400;
                end
            RD_END:
                begin
                    read_cmd    <=  NOP;
                    read_ba     <=  2'b11;
                    read_addr   <=  11'h7ff;
                end
            default:
                begin
                    read_cmd    <=  NOP;
                    read_ba     <=  2'b11;
                    read_addr   <=  11'h7ff;
                end
        endcase
assign  rd_sdram_data = (rd_ack == 1'b1) ? rd_data_reg : 32'b0;
endmodule

==> flow_metrics.tcl <==
# flow metrics
set metrics [dict create \
    cp-start-kind "input pin" \
    placement_rows 39 \
    largest_net_degree_at_the_start_of_global_routing 46 \
    arr_time_crit_path_ns 4.77 \
    grt_overflow_total 0 \
    synthDominantAreaCellType "dfrtp_1" \
    ctsLongestPathBuffers 2 \
    postRouteWirelength_um 8148 \
    floorplan.io_pins 118 \
    largest_reg_flops 32 \
    yosys-stat-area_sq_mm 0.003518 \
    yosys.cell_count.top_type "dfrtp_1" \
    numCtsBuffers 9 \
    power-per-cell-area_mw_per_mm2 180.4 \
    cell_internal_pwr_w 0.0007375 \
    achievable-frequency_ghz 0.1621 \
    critical_path_peak_fanout 33 \
    r2r_slack_ns 4.61 \
    floorplan_core_area_sq_mm 0.01142 \
    first_global_vias 2549 \
    drc 0 \
    finalHoldViolations 0 \
    openroad.warnings 30 \
    worstPathCellList "clkdlybuf4s50_1 -> ha_1 -> nand2_1 -> or3_1 -> xor2_1 -> ha_1 -> a2111oi_0 -> a21oi_1 -> nand3_1 -> a21oi_2 -> buf_4 -> nor2_1 -> clkdlybuf4s50_1" \
    cts_root_buffer "clkbuf_16" \
    hold_class "register to register" \
    chipWidth_um 110.3 \
    ys_cells 346 \
    hpwl_um 6094 \
    synth_top_flop_cell "dfrtp_1" \
    slew_headroom_pct 64.13 \
    cts_tree "done" \
    cts.repair_timing.setup_buffer_count 0 \
    synth.lib_cells_used.distinct 47 \
    cap_violations 0 \
    cp.buffers_inverters 3 \
    max_slew.worst_pin.slew_ns 0.5245 \
    synth_async_sr_flop_share_pct 100.0 \
    largest_clock_skew_in_the_final_design_ns 0.002213 \
    path_delay_family "buffers and inverters" \
    synthesis.area_per_instance_sq_um 10.17 \
    drt-wirelength-per-cell_um 13.42 \
    initialDrtViolationCount 152 \
    worstPathRequired_ns 5.60 \
    grt_use_met1_pct 21.04 \
    final.min_clock_period_ns 6.171 \
    holdCritStartpoint "read_addr[9]$_DFFE_PN1P_" \
    power.sequential.fraction_pct 43.5 \
    layout_overhead_on_the_synthesized_area_pct 44.67 \
    global_route.peak_usage_layer "met2" \
    final_layout_size_suffix_gt1_share_pct 11.21 \
    cp.depth 13 \
    switching_power_w 0.0001809 \
    warning_count_from_the_yosys_run 1 \
    initial_antenna_violation_count 0 \
    synth_sequential_area_ratio_pct 48.26 \
    first_pass_grt_wire_length_um 12900 \
    drv_slew 0 \
    total_leakage_power_nw 2.214 \
    globalRouteMet3Util_pct 3.715 \
    netlist_top_cells_area "dfrtp_1 (36%), dfstp_2 (13%), ha_1 (6.8%)" \
    synth-edff-count 0 \
    fp.dieH_um 110.3 \
    fin_cells 607 \
    post_cts_resized 0 \
    rsz_0062_raised_after_global_routing "false" \
    power.share.switching_pct 19.70 \
    filler_cell_count 1079 \
    r2r_cells 6 \
    fp-utilization_pct 30.81 \
    ys_ff 67 \
    timing.critical_path.slowest_cell_delay_ns 0.65 \
    grt.total_usage_pct 14.09 \
    peakVddDrop_v 0.0001786 \
    synth.cells.most_frequent "dfrtp_1 (50), nor2_1 (46), nand2_1 (45), ha_1 (19), xor2_1 (19)" \
    detail_route.antenna_diodes 0 \
    worstReg2RegStart "cnt_clk[0]$_DFF_PN0_" \
    critical_path_class "input pin to primary output" \
    floorplan.die_area_sq_mm 0.01217 \
    placed_cells_incl_taps 591 \
    netlist_instances 346 \
    postCtsHoldBufs 0 \
    fin_tns_setup_ns 0 \
    cts_htree_levels 3 \
    cpMaxStageDelayCell "clkdlybuf4s50_1" \
    clock_power_share_pct 47.9 \
    layout_worst_path_cycle_share_pct 88.15 \
    drt_pass1_iterations 4 \
    min_delay_path_depth 2 \
    yosys.area.top_type_share_pct 35.56 \
    cts_num_sinks 67 \
    grt_use_met2_pct 21.96 \
    power_frac_comb_pct 8.6 \
    post_synth_instance_area_sq_mm 0.003518 \
    clk-insertion-delay-late_ns 0.32 \
    finalWeightedCongestion 0.9202 \
    number_of_antenna_violating_nets_in_the_routed_design 0 \
    report.final.setup_viol 0 \
    cp-startpoint "rd_burst_len[2]" \
    route.vias.total 2735 \
    clock_transition_at_path_regs_ns 0.05 \
    numPortBuffers 116 \
    drt-vias-per-instance 4.506 \
    status "completed" \
    cp_capture_type "primary output" \
]
[cells by family (layout without fill, tap and decap cells)]
logic type | after synthesis | count (layout) | synth area share (%)
AND-OR/OR-AND | 31 | 31 | 6.721
multiplexers | 14 | 14 | 4.836
AND/OR/NAND/NOR | 146 | 146 | 19.99
adder cells (fa/ha/maj) | 19 | 19 | 6.757
flip-flops | 67 | 67 | 48.26
other | 1 | 1 | 0.1066
buffers and inverters | 31 | 149 | 4.125
XOR/XNOR | 37 | 37 | 9.211
[final cells by class]
type / instances / area [sq um] / area share (%)
repair buffers: 120 / 1186 / 23.30
inverters: 13 / 48.80 / 0.9587
multi-input cells: 248 / 1679 / 32.99
clock buffers: 14 / 264.0 / 5.187
clock inverters: 2 / 35.03 / 0.6883
flip-flops and latches: 67 / 1698 / 33.36
well taps: 143 / 178.9 / 3.515
[metrics by stage]
| step | total power, W | setup WS (ns) | area [sq um] | utilization, % | hold WS (ns) |
|---|---|---|---|---|---|
| floorplan | 0.0004325 | 2.280 | 3518 | - | 0.4228 |
| global placement | 0.0004844 | 0.9476 | 4791 | 41.96 | 0.4569 |
| detailed placement | 0.0004856 | 0.8282 | 4791 | 41.96 | 0.4589 |
| CTS | 0.0009337 | 0.8079 | 5090 | 44.58 | 0.4729 |
| global route | 0.0009583 | 0.6000 | 5090 | 44.58 | 0.4861 |
| finish | 0.0009184 | 0.8292 | 5090 | 44.58 | 0.4655 |
[routing by layer]
layer / routed length [um] / vias up
met3: 499 / 7
li1: - / 1396
met4: 70 / 0
met1: 3766 / 1265
met2: 3811 / 67
met5: 0 / -
[worst min-delay path: cells and delay by family (launching register included)]
kind     cells  cell delay [ns]
mux          1             0.05
buf+inv      1             0.04
flops        1             0.36
[power by group through the flow]
stage | combinational (W) | clock (W) | sequential [W]
4_1_cts | 0.0000802 | 0.000454 | 0.000400
6_report | 0.0000785 | 0.000440 | 0.000400
5_1_grt | 0.0000872 | 0.000470 | 0.000401
[path summary, 6_finish.rpt]
| path | end |
|---|---|
| worst min register to register | read_addr[9]$_DFFE_PN1P_ |
| min in group asynchronous | rd_data_reg[15]$_DFF_PN0_ |
| worst max-delay path | rd_sdram_data[1] |
| worst max register to register | read_addr[6]$_DFFE_PN1P_ |
| worst min-delay path | read_addr[9]$_DFFE_PN1P_ |
| max in group asynchronous | read_addr[5]$_DFFE_PN1P_ |
[cells in the final DEF, fill, tap and decap left out, types with 3 or more instances in the layout]
cell	Yosys	final
a21o_1	4	4
a21oi_1	5	4
a221o_1	8	8
and3_1	3	3
buf_4	4	4
clkbuf_1	8	3
clkbuf_16	0	9
clkdlybuf4s50_1	0	115
dfrtp_1	50	50
dfstp_2	17	17
ha_1	19	19
inv_1	12	12
mux2_2	4	4
mux2_4	5	5
mux2i_1	5	5
nand2_1	45	45
nand3_1	6	6
nand3b_1	3	3
nand4_1	7	7
nand4b_1	3	3
nor2_1	46	46
nor3_1	13	13
o21ai_0	5	5
or3_1	3	3
xnor2_1	18	18
xor2_1	19	19
No activity file was given, so power comes from the tool's default toggle rates.
