==> ./design.v <==
`timescale  1ns/1ns
module  sdram_write
(
    input   wire            sys_clk         ,   
    input   wire            sys_rst_n       ,   
    input   wire            init_end        ,   
    input   wire            wr_en           ,   
    input   wire    [20:0]  wr_addr         ,   
    input   wire    [31:0]  wr_data         ,   
    input   wire    [9:0]   wr_burst_len    ,   
    output  wire            wr_ack          ,   
    output  wire            wr_end          ,   
    output  reg     [3:0]   write_cmd       ,   
    output  reg     [1:0]   write_ba        ,   
    output  reg     [10:0]  write_addr      ,   
    output  reg             wr_sdram_en     ,   
    output  wire    [31:0]  wr_sdram_data       
);
parameter   TRCD_CLK    =   10'd2   ,   
            TRP_CLK     =   10'd2   ;   
parameter   WR_IDLE     =   4'b0000 ,   
            WR_ACTIVE   =   4'b0001 ,   
            WR_TRCD     =   4'b0011 ,   
            WR_WRITE    =   4'b0010 ,   
            WR_DATA     =   4'b0100 ,   
            WR_PRE      =   4'b0101 ,   
            WR_TRP      =   4'b0111 ,   
            WR_END      =   4'b0110 ;   
parameter   NOP         =   4'b0111 ,   
            ACTIVE      =   4'b0011 ,   
            WRITE       =   4'b0100 ,   
            B_STOP      =   4'b0110 ,   
            P_CHARGE    =   4'b0010 ;   
wire            trcd_end    ;   
wire            twrite_end  ;   
wire            trp_end     ;   
reg     [3:0]   write_state ;   
reg     [9:0]   cnt_clk     ;   
reg             cnt_clk_rst ;   
assign  wr_end = (write_state == WR_END) ? 1'b1 : 1'b0;
assign  wr_ack = ( write_state == WR_WRITE)
                || ((write_state == WR_DATA) 
                && (cnt_clk <= (wr_burst_len - 2'd2)));
always@(posedge sys_clk or negedge sys_rst_n)
    if(sys_rst_n == 1'b0)
        cnt_clk <=  10'd0;
    else    if(cnt_clk_rst == 1'b1)
        cnt_clk <=  10'd0;
    else
        cnt_clk <=  cnt_clk + 1'b1;
assign  trcd_end    =   ((write_state == WR_TRCD)
                        &&(cnt_clk == TRCD_CLK        )) ? 1'b1 : 1'b0;     
assign  twrite_end  =   ((write_state == WR_DATA)
                        &&(cnt_clk == wr_burst_len - 1)) ? 1'b1 : 1'b0;     
assign  trp_end     =   ((write_state == WR_TRP )
                        &&(cnt_clk == TRP_CLK         )) ? 1'b1 : 1'b0;     
always@(posedge sys_clk or negedge sys_rst_n)
    if(sys_rst_n == 1'b0)
            write_state <=  WR_IDLE;
    else
        case(write_state)
            WR_IDLE:
                if((wr_en ==1'b1) && (init_end == 1'b1))
                        write_state <=  WR_ACTIVE;
                else
                        write_state <=  write_state;
            WR_ACTIVE:
                write_state <=  WR_TRCD;
            WR_TRCD:
                if(trcd_end == 1'b1)
                    write_state <=  WR_WRITE;
                else
                    write_state <=  write_state;
            WR_WRITE:
                write_state <=  WR_DATA;
            WR_DATA:
                if(twrite_end == 1'b1)
                    write_state <=  WR_PRE;
                else
                    write_state <=  write_state;
            WR_PRE:
                write_state <=  WR_TRP;
            WR_TRP:
                if(trp_end == 1'b1)
                    write_state <=  WR_END;
                else
                    write_state <=  write_state;
            WR_END:
                write_state <=  WR_IDLE;
            default:
                write_state <=  WR_IDLE;
        endcase
always@(*)
    begin
        case(write_state)
            WR_IDLE:    cnt_clk_rst   <=  1'b1;
            WR_TRCD:    cnt_clk_rst   <=  (trcd_end == 1'b1) ? 1'b1 : 1'b0;
            WR_WRITE:   cnt_clk_rst   <=  1'b1;
            WR_DATA:    cnt_clk_rst   <=  (twrite_end == 1'b1) ? 1'b1 : 1'b0;
            WR_TRP:     cnt_clk_rst   <=  (trp_end == 1'b1) ? 1'b1 : 1'b0;
            WR_END:     cnt_clk_rst   <=  1'b1;
            default:    cnt_clk_rst   <=  1'b0;
        endcase
    end
always@(posedge sys_clk or negedge sys_rst_n)
    if(sys_rst_n == 1'b0)
        begin
            write_cmd   <=  NOP;
            write_ba    <=  2'b11;
            write_addr  <=  11'h7ff;
        end
    else
        case(write_state)
            WR_IDLE,WR_TRCD,WR_TRP:
                begin
                    write_cmd   <=  NOP;
                    write_ba    <=  2'b11;
                    write_addr  <=  11'h7ff;
                end
            WR_ACTIVE:   
                begin
                    write_cmd   <=  ACTIVE;
                    write_ba    <=  wr_addr[20:19];
                    write_addr  <=  wr_addr[18:8];
                end
            WR_WRITE:    
                begin
                    write_cmd   <=  WRITE;
                    write_ba    <=  wr_addr[20:19];
                    write_addr  <=  {3'b000,wr_addr[7:0]};
                end     
            WR_DATA:     
                begin
                    if(twrite_end == 1'b1)
                        write_cmd <=  B_STOP;
                    else
                        begin
                            write_cmd   <=  NOP;
                            write_ba    <=  2'b11;
                            write_addr  <=  11'h7ff;
                        end
                end
            WR_PRE:      
                begin
                    write_cmd   <= P_CHARGE;
                    write_ba    <= wr_addr[20:19];
                    write_addr  <= 11'h400;
                end
            WR_END:
                begin
                    write_cmd   <=  NOP;
                    write_ba    <=  2'b11;
                    write_addr  <=  11'h7ff;
                end
            default:
                begin
                    write_cmd   <=  NOP;
                    write_ba    <=  2'b11;
                    write_addr  <=  11'h7ff;
                end
        endcase
always@(posedge sys_clk or negedge sys_rst_n)
    if(sys_rst_n == 1'b0)
        wr_sdram_en <=  1'b0;
    else
        wr_sdram_en <=  wr_ack;
assign  wr_sdram_data = (wr_sdram_en == 1'b1) ? wr_data : 32'd0;
endmodule
==> ./run.sh <==
#!/bin/bash
# OpenROAD 26Q1-2900-gdf79404cd8, Yosys 0.63+post, stock flow scripts
make -C /OpenROAD-flow-scripts/flow DESIGN_CONFIG=/design/flow/config.mk WORK_HOME=/design/flow/orfs finish
==> ./config.mk <==
export PLATFORM = sky130hd
export DESIGN_NAME = sdram_write
export DESIGN_NICKNAME = sdram_write
export VERILOG_FILES = /design/flow/design.v
export SDC_FILE = /design/flow/constraint.sdc
export NUM_CORES = 4
export LEC_CHECK = 1
export CORE_UTILIZATION = 50
==> ./constraint.sdc <==
current_design sdram_write

set clk_period 3.6
set clk_io_pct 0.2

create_clock -name clk0 -period $clk_period [get_ports {sys_clk}]

set non_clock_inputs [all_inputs -no_clocks]
set_input_delay [expr $clk_period * $clk_io_pct] -clock clk0 $non_clock_inputs
set_output_delay [expr $clk_period * $clk_io_pct] -clock clk0 [all_outputs]
==> flow.log <==
[report] extracting results
[metrics] Post-synth top flop: sky130_fd_sc_hd__dfrtp_1
[metrics] total cell area reported by yosys after synthesis: 0.00256 mm^2
[metrics] critical path, cell by cell: buf_6 -> or4_4 -> buf_6 -> nor2_4 -> nand2_1 -> xnor2_1 -> ha_1 -> o21a_1 -> o32ai_2 -> a21oi_1 -> o311ai_2 -> buf_2
[metrics] Die Wd: 73.6 um
[metrics] count of cell types in the netlist: 50
[metrics] synthesized instance count: 264
[metrics] total global routing track utilization: 0.300
[metrics] async set-reset flop share out of synthesis: 1.00
[metrics] highest-delay cell along the critical path: sky130_fd_sc_hd__or4_4
[metrics] max-slew violation count: 0
[metrics] maximum number of pins on one net before global-route repair: 36
[metrics] class of the most critical setup path: in -> out
[metrics] power density over cell area: 202 mW/mm^2
[metrics] final-report setup violation count: 0
[metrics] ports placed on the boundary: 119
[metrics] reported leakage power: 1.82 nW
[metrics] initial cell density of the core: 0.532
[metrics] CTS tree: done
[metrics] number of iterations in the first detailed-routing pass: 4
[metrics] H-tree Lvls: 2
[metrics] ratio of routed vias to standard cells: 5.16
[metrics] number of hold buffers added after cts: 0
[metrics] Core Region: 0.00482 mm^2
[metrics] die extent in y: 73.6 um
[metrics] Worst Hold Path Cells: 2
[metrics] summed instance area of the synthesized netlist: 0.00256 mm^2
[metrics] Final GP Congestion: 0.929
[metrics] Clk pin slew, worst setup/hold paths: 60 ps
[metrics] number of flops mapped to enable cells by yosys: 0
[metrics] initial antenna violation count: 0
[metrics] most frequent cell on the critical path: sky130_fd_sc_hd__buf_6
[metrics] Least-Margin Pin Slew: 661 ps
[metrics] diode insertion count for antenna repair: 0
[metrics] average detailed-routed wire length per instance: 15.9 um
[metrics] number of buffer cells added on primary ports: 117
[metrics] Chip Footprint: 0.00542 mm^2
[metrics] Comb gate area: 0.00156 mm^2
[metrics] cell area after layout: 0.00407 mm^2
[metrics] routed wire length on met3: 551 um
[metrics] fraction of final layout cells sized beyond drive strength 1: 0.221
[metrics] vias in the first global route: 2,337
[metrics] met2 routed WL: 3.66 mm
[metrics] Final Hold Vio Count: 0
[metrics] Peak supply drop: 0.000224 V
[metrics] total vias in the final route: 2,424
[metrics] CTS sink cnt: 35
[metrics] Area growth, synth to finish: 58.7%
[metrics] critical path required time: 2880 ps
[metrics] share of synthesized area occupied by flip-flops and latches: 0.350
[metrics] arrival time worst endpoint: 2830 ps
[metrics] status: finished clean
[metrics] total design power: 0.820 mW
[metrics] number of cells on the worst reg-to-reg path: 7
[metrics] kind of launch point of the worst setup path: primary input
[metrics] Detail Placement HPWL: 5.66 mm
[metrics] Rel. slew slack: 0.559
[metrics] cell area after placement: 0.00390 mm^2
[metrics] global-route wire length before repair: 11.9 mm
[metrics] total gr overflow: 0
[metrics] Std-Cell Rows: 25
[metrics] number of buffers between clock root and the deepest sink: 2
[metrics] maximum fanout encountered on the critical timing path: 2
[metrics] max-cap viol count: 0
[metrics] Reg area: 897 um^2
[metrics] Peak Freq: 0.282 GHz
[metrics] clock tree root buffer cell: sky130_fd_sc_hd__clkbuf_8
[metrics] Tmin final: 3550 ps
[metrics] type of element capturing the critical path: primary output
[metrics] count of fill cells added during filler insertion: 296
[metrics] number of routed nets with antenna violations: 0
[metrics] uppermost signal routing layer after detailed routing: met4
[metrics] CTS Buf Count: 5
[metrics] Starting DRT DRC Count: 146
[metrics] Syn. warnings: 1
[metrics] clock insertion delay at the later pin of the skew report: 280 ps
[metrics] Routed WL: 7.46 mm
[metrics] DRT met1 WL: 3.12 mm
[metrics] DRC Markers: 0
[metrics] HP Class: reg -> reg
[metrics] tool warnings: 28
[metrics] fin crit share: 0.986
[metrics] RSZ-0062 raised after global routing: yes
[metrics] slowest stage delay, CP: 560 ps
[metrics] final worst clock skew: 4.73 ps
[metrics] Post-Syn Area per Cell: 9.71 um^2
[metrics] cells in synth_stat.txt: 264
[metrics] flops & latches, synth: 35
final timing paths:
check | to | startpoint | slack (ps)
setup / recovery | wr_ack | wr_burst_len[6] | 50
hold / removal | write_addr[9] | write_addr[9] | 460
setup reg to reg | write_addr[4] | cnt_clk[0] | 1360
hold reg to reg | write_addr[9] | write_addr[9] | 460
max in group asynchronous | write_state[0] | sys_rst_n | 2370
min in group asynchronous | cnt_clk[9] | sys_rst_n | 900
cell usage in the layout (no fill, tap or decap), types with 2 or more instances in the layout:
| cell | n |
|---|---|
| sky130_fd_sc_hd__inv_1 | 11 |
| sky130_fd_sc_hd__buf_2 | 2 |
| sky130_fd_sc_hd__a21o_1 | 4 |
| sky130_fd_sc_hd__mux2_4 | 6 |
| sky130_fd_sc_hd__nor2_2 | 10 |
| sky130_fd_sc_hd__or3_1 | 2 |
| sky130_fd_sc_hd__buf_6 | 3 |
| sky130_fd_sc_hd__nor2_1 | 10 |
| sky130_fd_sc_hd__clkdlybuf4s50_1 | 112 |
| sky130_fd_sc_hd__xor2_1 | 15 |
| sky130_fd_sc_hd__ha_1 | 13 |
| sky130_fd_sc_hd__and4_1 | 2 |
| sky130_fd_sc_hd__a221o_1 | 8 |
| sky130_fd_sc_hd__dfstp_2 | 17 |
| sky130_fd_sc_hd__nand2_1 | 11 |
| sky130_fd_sc_hd__o21ai_0 | 3 |
| sky130_fd_sc_hd__o21a_1 | 5 |
| sky130_fd_sc_hd__and3_1 | 5 |
| sky130_fd_sc_hd__buf_4 | 30 |
| sky130_fd_sc_hd__xnor2_1 | 11 |
| sky130_fd_sc_hd__dfrtp_1 | 18 |
| sky130_fd_sc_hd__mux2_2 | 3 |
| sky130_fd_sc_hd__nor3_1 | 6 |
| sky130_fd_sc_hd__and2_1 | 34 |
| sky130_fd_sc_hd__nand3_1 | 9 |
| sky130_fd_sc_hd__nand4_1 | 3 |
| sky130_fd_sc_hd__a21oi_1 | 4 |
| sky130_fd_sc_hd__clkbuf_1 | 2 |
| sky130_fd_sc_hd__nor2b_1 | 5 |
| sky130_fd_sc_hd__clkbuf_8 | 5 |
| sky130_fd_sc_hd__mux2i_1 | 5 |
| sky130_fd_sc_hd__a31oi_1 | 2 |
| sky130_fd_sc_hd__nand4b_1 | 2 |
registers in the layout (all words and copies together), names as in the netlist:
signal	cells
write_addr	11
write_cmd	3
write_ba	2
cnt_clk	10
wr_sdram_en	1
write_state	8
cells by family (layout without fill, tap and decap cells):
kind of cell	after synthesis	in the layout	synth area share
other	1	1	0.00146
XOR/XNOR	26	26	0.0889
multiplexers	14	14	0.0679
adder cells (fa/ha/maj)	14	14	0.0684
AND-OR/OR-AND	35	35	0.109
flip-flops	35	35	0.350
buffers and inverters	28	167	0.0537
AND/OR/NAND/NOR	111	111	0.261
Yosys cell counts (3+ instances only):
| cell type | number | area share |
|---|---|---|
| sky130_fd_sc_hd__and2_1 | 34 | 0.083 |
| sky130_fd_sc_hd__dfrtp_1 | 18 | 0.18 |
| sky130_fd_sc_hd__dfstp_2 | 17 | 0.17 |
| sky130_fd_sc_hd__xor2_1 | 15 | 0.051 |
| sky130_fd_sc_hd__ha_1 | 14 | 0.068 |
| sky130_fd_sc_hd__clkbuf_1 | 11 | 0.016 |
| sky130_fd_sc_hd__inv_1 | 11 | 0.016 |
| sky130_fd_sc_hd__nand2_1 | 11 | 0.016 |
| sky130_fd_sc_hd__nor2_2 | 11 | 0.027 |
| sky130_fd_sc_hd__xnor2_1 | 11 | 0.038 |
| sky130_fd_sc_hd__nor2_1 | 10 | 0.015 |
| sky130_fd_sc_hd__nand3_1 | 9 | 0.018 |
| sky130_fd_sc_hd__a221o_1 | 8 | 0.031 |
| sky130_fd_sc_hd__mux2_4 | 6 | 0.035 |
| sky130_fd_sc_hd__nor3_1 | 6 | 0.012 |
| sky130_fd_sc_hd__and3_1 | 5 | 0.012 |
| sky130_fd_sc_hd__mux2i_1 | 5 | 0.020 |
| sky130_fd_sc_hd__nor2b_1 | 5 | 0.012 |
| sky130_fd_sc_hd__o21a_1 | 5 | 0.015 |
| sky130_fd_sc_hd__a21o_1 | 4 | 0.012 |
| sky130_fd_sc_hd__a21oi_1 | 4 | 0.0078 |
| sky130_fd_sc_hd__mux2_2 | 3 | 0.013 |
| sky130_fd_sc_hd__nand4_1 | 3 | 0.0073 |
| sky130_fd_sc_hd__o21ai_0 | 3 | 0.0059 |
worst max-delay path: cells and delay by family:
kind | cells | cell delay, ps
simple gates | 3 | 720
compound gates | 4 | 560
buf+inv | 3 | 370
fa+ha+maj | 1 | 310
xor+xnor | 1 | 130
where the power goes:
part	internal (mW)	switching [mW]	total (mW)
Sequential	0.394	0	0.394
Combinational	0.103	0.0560	0.159
Clock	0.136	0.131	0.267
metrics by stage:
| step | hold WS, ps | cells | utilization | TNS [ps] | worst slack [ps] |
|---|---|---|---|---|---|
| finish | 464 | 470 | 0.844 | 0 | 52.0 |
| global route | 479 | 470 | 0.844 | -78.9 | -78.9 |
| CTS | 468 | 469 | 0.838 | 0 | 3.36 |
| detailed placement | 456 | 455 | 0.810 | -712 | -712 |
| global placement | 453 | 455 | 0.810 | -677 | -677 |
| floorplan | 424 | 264 | - | 0 | 359 |
area by class of cell:
class | count | share of cell area
clock buffers | 7 | 0.0188
clock inverters | 1 | 0.00123
inverters | 11 | 0.0102
multi-input cells | 201 | 0.384
flip-flops and latches | 35 | 0.221
well taps | 67 | 0.0206
repair buffers | 148 | 0.344
layer usage:
metal | GRT usage | up-vias
li1 | - | 1200
met1 | 0.433 | 1123
met5 | 0 | -
met4 | 0.0491 | 0
met3 | 0.0527 | 12
met2 | 0.501 | 89
repair_timing:
action | in CTS | in global routing
setup endpoints to repair | 1 | 1
gates resized | 22 | 5
buffers inserted | 6 | 1
pin swaps | 9 | 4
Power and IR drop assume default switching activity.
